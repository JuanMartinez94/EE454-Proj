===== /design/flow/design.v =====
module lcd (
    input wire clk,         
    input wire reset_n,     
    input wire [7:0] input_data,  
    input wire data_valid,   
    output reg [7:0] data,  
    output reg rs,          
    output reg rw,          
    output reg en           
);
    localparam IDLE     = 3'b000,
               INIT     = 3'b001,
               WRITE    = 3'b010,
               FINISH   = 3'b011;
    reg [2:0] state;
    reg [19:0] delay_counter;   
    reg [3:0] char_index;
    reg [7:0] lcd_message [0:15];   
    reg [15:0] clk_divider;
    reg slow_clk;
    always @(posedge clk or negedge reset_n) begin
        if (!reset_n) begin
            clk_divider <= 0;
            slow_clk <= 0;
        end else if (clk_divider == 16'd24_999) begin  
            clk_divider <= 0;
            slow_clk <= ~slow_clk;
        end else begin
            clk_divider <= clk_divider + 1;
        end
    end
    always @(posedge slow_clk or negedge reset_n) begin
        if (!reset_n) begin
            state <= IDLE;
            delay_counter <= 0;
            char_index <= 0;
            en <= 0;
            data <= 8'h00;
            rs <= 0;
            rw <= 0;
        end else begin
            case (state)
                IDLE: begin
                    delay_counter <= 20'd0;
                    en <= 0;
                    state <= INIT;
                end
                INIT: begin
                    if (delay_counter < 20'd1_000) begin  
                        delay_counter <= delay_counter + 1;
                    end else begin
                        delay_counter <= 0;
                        state <= WRITE;
                    end
                end
                WRITE: begin
                    if (data_valid) begin
                        data <= input_data;
                        rs <= 1;  
                        en <= 1;
                        if (delay_counter < 20'd20) begin
                            delay_counter <= delay_counter + 1;
                        end else begin
                            en <= 0;
                            delay_counter <= 0;
                            if (char_index < 15) begin
                                char_index <= char_index + 1;
                            end else begin
                                state <= FINISH;
                            end
                        end
                    end
                end
                FINISH: begin
                    en <= 0;
                end
            endcase
        end
    end
endmodule
module multiple (
    input CLOCK_50,        
    input UART_RXD,       
    output UART_TXD,      
    input SWITCH_1,       
    output [7:0] lcd_data,   
    output lcd_rs,        
    output lcd_rw,        
    output lcd_en         
);
    wire rx_ready;
    wire [7:0] rx_data;
    reg [7:0] tx_data;
    reg tx_start;
    reg [1:0] state;  
    reg [7:0] lcd_message [0:15];   
    reg [3:0] lcd_index;   
    uart_tx transmitter (
        .clk(CLOCK_50),
        .tx_start(tx_start),
        .tx_data(tx_data),
        .tx_line(UART_TXD),
        .tx_busy(tx_busy)
    );
    uart_rx receiver (
        .clk(CLOCK_50),
        .rx_line(UART_RXD),
        .rx_data(rx_data),
        .rx_ready(rx_ready)
    );
    lcd lcd_display (
        .clk(CLOCK_50),
        .reset_n(1'b1),   
        .input_data(lcd_message[lcd_index]),   
        .data_valid(rx_ready),   
        .data(lcd_data),
        .rs(lcd_rs),
        .rw(lcd_rw),
        .en(lcd_en)
    );
    always @(posedge CLOCK_50) begin
        if (rx_ready) begin
            lcd_message[lcd_index] <= rx_data;   
        end
    end
    always @(posedge CLOCK_50) begin
        if (SWITCH_1) begin  
            case (state)
                2'b00: begin
                    if (!tx_busy) begin
                        tx_data <= 8'd50;  
                        tx_start <= 1'b1;
                        state <= 2'b01;
                    end
                end
                2'b01: begin
                    if (tx_busy) begin
                        tx_start <= 1'b0;
                    end else if (!tx_busy) begin
                        state <= 2'b10;
                    end
                end
                2'b10: begin
                    if (!tx_busy) begin
                        tx_data <= 8'd52;  
                        tx_start <= 1'b1;
                        state <= 2'b11;
                    end
                end
                2'b11: begin
                    if (tx_busy) begin
                        tx_start <= 1'b0;
                    end else if (!tx_busy) begin
                        state <= 2'b00;  
                    end
                end
            endcase
        end else begin
            state <= 2'b00;
        end
    end
    always @(posedge CLOCK_50) begin
        if (rx_ready && lcd_index < 15) begin
            lcd_index <= lcd_index + 1;   
        end else if (lcd_index == 15) begin
            lcd_index <= 0;  
        end
    end
endmodule
module transceiver (
    input CLOCK_50,      
    input [0:0] SW,      
    output [0:0] LEDG,   
    input UART_RXD,      
    output UART_TXD      
);
    wire rx_ready;
    wire tx_busy;
    wire [7:0] rx_data;
    reg [7:0] tx_data;
    reg tx_start;
    reg led_state;
    reg prev_sw_state;
    uart_tx transmitter (
        .clk(CLOCK_50),
        .tx_start(tx_start),
        .tx_data(tx_data),
        .tx_line(UART_TXD),
        .tx_busy(tx_busy)
    );
    uart_rx receiver (
        .clk(CLOCK_50),
        .rx_line(UART_RXD),
        .rx_data(rx_data),
        .rx_ready(rx_ready)
    );
    always @(posedge CLOCK_50) begin
        if (rx_ready) begin
            led_state <= rx_data[0];
        end
    end
    assign LEDG[0] = led_state;
    always @(posedge CLOCK_50) begin
        prev_sw_state <= SW[0];
        if (SW[0] != prev_sw_state && !tx_busy) begin
            tx_data <= SW[0] ? 8'b00000001 : 8'b00000000;
            tx_start <= 1'b1;
        end else if (tx_busy) begin
            tx_start <= 1'b0;
        end
    end
endmodule
module uart_tx (
    input clk,
    input tx_start,
    input [7:0] tx_data,
    output reg tx_line,
    output reg tx_busy
);
    parameter CLOCK_RATE = 50_000_000;
    parameter BAUD_RATE = 9600;
    localparam CLOCK_DIVIDE = CLOCK_RATE / (BAUD_RATE * 16);
    reg [3:0] bit_count;
    reg [7:0] shift_reg;
    reg [9:0] baud_count;
    always @(posedge clk) begin
        if (!tx_busy && tx_start) begin
            tx_busy <= 1'b1;
            shift_reg <= tx_data;
            bit_count <= 4'd0;
            tx_line <= 1'b0;   
            baud_count <= 10'd0;
        end else if (tx_busy) begin
            if (baud_count == CLOCK_DIVIDE) begin
                baud_count <= 10'd0;
                if (bit_count < 8) begin
                    tx_line <= shift_reg[0];
                    shift_reg <= {1'b0, shift_reg[7:1]};
                    bit_count <= bit_count + 1'b1;
                end else if (bit_count == 8) begin
                    tx_line <= 1'b1;
                    bit_count <= bit_count + 1'b1;
                end else begin
                    tx_busy <= 1'b0;
                end
            end else begin
                baud_count <= baud_count + 1'b1;
            end
        end
    end
endmodule
module uart_rx (
    input clk,
    input rx_line,
    output reg [7:0] rx_data,
    output reg rx_ready
);
    parameter CLOCK_RATE = 50_000_000;
    parameter BAUD_RATE = 9600;
    localparam CLOCK_DIVIDE = CLOCK_RATE / (BAUD_RATE * 16);
    reg [3:0] bit_count;
    reg [9:0] baud_count;
    reg [7:0] shift_reg;
    reg receiving;
    always @(posedge clk) begin
        if (!receiving && !rx_line) begin
            receiving <= 1'b1;
            bit_count <= 4'd0;
            baud_count <= {10{1'b1}} - (CLOCK_DIVIDE >> 1);
            rx_ready <= 1'b0;
        end
        if (receiving) begin
            if (baud_count == CLOCK_DIVIDE) begin
                baud_count <= 10'd0;
                if (bit_count < 8) begin
                    shift_reg <= {rx_line, shift_reg[7:1]};
                    bit_count <= bit_count + 1'b1;
                end else if (bit_count == 8) begin
                    rx_data <= shift_reg;
                    rx_ready <= 1'b1;
                    receiving <= 1'b0;
                end
            end else begin
                baud_count <= baud_count + 1'b1;
            end
        end
    end
endmodule

===== /design/flow/run.sh =====
#!/bin/bash
# OpenROAD 26Q1-2900-gdf79404cd8, Yosys 0.63+post, stock flow scripts
make -C /OpenROAD-flow-scripts/flow DESIGN_CONFIG=/design/flow/config.mk WORK_HOME=/design/flow/orfs finish

===== /design/flow/config.mk =====
export PLATFORM = sky130hd
export DESIGN_NAME = multiple
export DESIGN_NICKNAME = multiple
export VERILOG_FILES = /design/flow/design.v
export SDC_FILE = /design/flow/constraint.sdc
export NUM_CORES = 4
export LEC_CHECK = 1
export CORE_UTILIZATION = 30

===== /design/flow/constraint.sdc =====
current_design multiple

set clk_period 3.2
set clk_io_pct 0.2

create_clock -name clk0 -period $clk_period [get_ports {CLOCK_50}]

set non_clock_inputs [all_inputs -no_clocks]
set_input_delay [expr $clk_period * $clk_io_pct] -clock clk0 $non_clock_inputs
set_output_delay [expr $clk_period * $clk_io_pct] -clock clk0 [all_outputs]

==> impl_metrics.tcl <==
# collected from the flow reports
set metrics [dict create \
    grt_busiest_layer "met2" \
    finalWirelength_mm 16.2 \
    antenna_found_initial 0 \
    min_path_type "register to register" \
    rsz0062_at_grt "false" \
    dp_hpwl_mm 10.5 \
    drive_gt1_share_pct 13.3 \
    cts_tree "yes" \
    gp_congestion 0.778 \
    edf_count 201 \
    arrival_ns 2.40 \
    clk_path_buf_depth 3 \
    max_freq_mhz 440 \
    setup_ws_ns 0.929 \
    p_leak_uw 0.00385 \
    h-tree-depth 1 \
    ys_cells 645 \
    endpoint "receiver.shift_reg[2]$_DFFE_PP_" \
    grt-ovfl-total 0 \
    ys.flop_type "edfxtp_1" \
    p_seq_share_pct 51.9 \
    power.net_switching_uw 1300 \
    ys_ff 246 \
    r2r_cells 4 \
    syn_inst 645 \
    ys_chip_area_um2 9870 \
    cts_buffers 24 \
    yosysWarnings 6 \
    async_flop_share_pct 0 \
    initCoreUtil_pct 30.4 \
    drv_slew 0 \
    reg.largest.list "lcd_message: 128 flops, lcd_display.delay_counter: 20 flops, lcd_display.clk_divider: 16 flops" \
    peakVddDrop_v 0.000337 \
    untimed_endpoints 68 \
    layout_min_cycle_time_ns 2.27 \
    floorplan.io_pins 15 \
    root_buffer "clkbuf_16" \
    layout_top_cells "edfxtp_1, nor2_1, dfxtp_1, nand2_1, mux4_2" \
    wire_per_inst_um 14.2 \
    use_met2_pct 16.1 \
    mostFrequentLayoutCell "edfxtp_1" \
    cap_violations 0 \
    avgSynthCellArea_um2 15.3 \
    finalCritPeriodShare_pct 71.0 \
    drtIter0Drc 239 \
    largest_register_ffs 128 \
    core-area_um2 32500 \
    warnings 32 \
    unclocked_pins 36 \
    hold_viol 0 \
    die_area_um2 33600 \
    die_y_um 183 \
    clkPwrFrac_pct 43.4 \
    ctsResizeCount 0 \
    via_count 5086 \
    cp_max_fo 10 \
    ys_seq_share_pct 70.2 \
    drcViolationCount 0 \
    power_frac_comb_pct 4.7 \
    timing.rr.start "receiver.baud_count[3]$_SDFFCE_PN1P_" \
    antennaDiodeCount 0 \
    syn_area_um2 9870 \
    cp-start-kind "register" \
    grt_use_total_pct 10.6 \
    grt_pass1_vias 5241 \
    r2r_slack_ns 0.93 \
    yosysUniqueCellTypes 53 \
    final.setup.tns_ns 0 \
    end_kind "register" \
    relSlewSlack_pct 43.3 \
    placementRows 66 \
    setup_viol 0 \
    area.growth.synth_to_final_pct 15.1 \
    fin_skew_ns 0.0213 \
    path_class "register to register" \
    die_w_um 183 \
    cp.required_ns 3.33 \
    cts-hold-fix-buffers 0 \
    viasPerCell 4.45 \
    portBuffers 12 \
    grt_first_pass_wirelength_mm 26.5 \
    regMostFlops "lcd_message" \
    grt_max_degree 38 \
    dr.pass1.iters 15 \
    post_cts_buffers 0 \
    hp-start "receiver.shift_reg[0]$_DFFE_PP_" \
    max_slew.worst_pin.slew_ns 0.848 \
    postRouteAntennaNets 0 \
    power_uw 6160 \
    place_ws_ns 0.929 \
    p_per_area_nw_per_um2 542 \
    grt_util_met3_pct 5.84 \
    p_int_uw 4860 \
    clk_pin_slew_ns 0.06 \
    netSwitchingFraction_pct 21.1 \
    critPathLaunch "receiver.baud_count[3]$_SDFFCE_PN1P_" \
    status "completed" \
    insertion_delay_ns 0.51 \
    rr_endpoint "receiver.shift_reg[2]$_DFFE_PP_" \
    met1_usage_pct 13.6 \
]
==> metal layers <==
metal | wire length (µm) | part of all wire, %
met4 | 350 | 2.2
met3 | 1850 | 11
met2 | 7380 | 46
met5 | 0 | 0
met1 | 6630 | 41
==> critical path, stage by stage (launching register included) <==
cell and delay (ns):
edfxtp_1 0.44, nor4b_1 0.41, and4_1 0.44, nand2_1 0.12
nor2_1 0.49
==> power by group through the flow <==
| stage | combinational, µW | clock, µW | sequential, µW |
|---|---|---|---|
| 4_1_cts | 295 | 2750 | 3200 |
| 5_1_grt | 340 | 2870 | 3220 |
| 6_report | 290 | 2680 | 3200 |
==> worst min-delay path by stage <==
stage,to,slack (ns),depth (start not counted)
after CTS,receiver.rx_data[0]$_DFFE_PP_,0.42,0
after global routing,receiver.rx_data[0]$_DFFE_PP_,0.44,0
final,receiver.rx_data[0]$_DFFE_PP_,0.42,0
==> through the flow <==
step | utilization, % | hold slack, ns | instance area (µm²) | std cells
after global placement | 32.6 | 0.406 | 10600 | 1099
final | 35.0 | 0.420 | 11400 | 1143
after detailed placement | 32.6 | 0.406 | 10600 | 1099
after CTS | 35.0 | 0.420 | 11400 | 1143
after floorplan | - | 0.400 | 9910 | 655
after global routing | 35.0 | 0.436 | 11400 | 1143
==> Yosys cell counts (8+ instances only) <==
master | instances | share of area (%)
nand4_1 | 10 | 0.63
nor3_1 | 22 | 1.1
nand2b_1 | 8 | 0.51
a22oi_1 | 17 | 1.3
mux4_2 | 32 | 7.3
nand3_1 | 15 | 0.76
xor2_1 | 19 | 1.7
nor2b_1 | 13 | 0.82
dfxtp_1 | 45 | 9.1
nand2_1 | 41 | 1.6
xnor2_1 | 20 | 1.8
inv_1 | 20 | 0.76
o21ai_0 | 15 | 0.76
nor2_1 | 60 | 2.3
ha_1 | 15 | 1.9
clkbuf_1 | 16 | 0.61
edfxtp_1 | 201 | 61
==> logic make-up (layout without fill, tap and decap cells) <==
group / after synthesis / after routing / synth area share [%]
other cells: 2 / 12 / 0.0761
buf+inv: 42 / 88 / 1.71
compound gates: 55 / 55 / 3.90
mux: 38 / 38 / 7.93
simple gates: 208 / 208 / 10.8
flops: 246 / 246 / 70.2
fa+ha+maj: 15 / 15 / 1.90
xor+xnor: 39 / 39 / 3.46
==> final cells by class <==
type	instances	area [µm²]
fillers	3049	21100
flip-flops and latches	246	6940
multi-input cells	367	2810
inverters	20	75.1
repair buffers	24	210
clock buffers	33	644
clock inverters	11	143
well taps	442	553
Power and IR drop assume default switching activity.
