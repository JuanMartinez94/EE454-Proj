**design.v**
```verilog
module transceiver (
    input CLOCK_50,      
    input [0:0] SW,      
    output [0:0] LEDG,   
    input UART_RXD,      
    output UART_TXD      
);
    wire rx_ready;
    wire tx_busy;
    wire [7:0] rx_data;
    reg [7:0] tx_data;
    reg tx_start;
    reg led_state;
    reg prev_sw_state;
    uart_tx transmitter (
        .clk(CLOCK_50),
        .tx_start(tx_start),
        .tx_data(tx_data),
        .tx_line(UART_TXD),
        .tx_busy(tx_busy)
    );
    uart_rx receiver (
        .clk(CLOCK_50),
        .rx_line(UART_RXD),
        .rx_data(rx_data),
        .rx_ready(rx_ready)
    );
    always @(posedge CLOCK_50) begin
        if (rx_ready) begin
            led_state <= rx_data[0];
        end
    end
    assign LEDG[0] = led_state;
    always @(posedge CLOCK_50) begin
        prev_sw_state <= SW[0];
        if (SW[0] != prev_sw_state && !tx_busy) begin
            tx_data <= SW[0] ? 8'b00000001 : 8'b00000000;
            tx_start <= 1'b1;
        end else if (tx_busy) begin
            tx_start <= 1'b0;
        end
    end
endmodule
module uart_tx (
    input clk,
    input tx_start,
    input [7:0] tx_data,
    output reg tx_line,
    output reg tx_busy
);
    parameter CLOCK_RATE = 50_000_000;
    parameter BAUD_RATE = 9600;
    localparam CLOCK_DIVIDE = CLOCK_RATE / (BAUD_RATE * 16);
    reg [3:0] bit_count;
    reg [7:0] shift_reg;
    reg [9:0] baud_count;
    always @(posedge clk) begin
        if (!tx_busy && tx_start) begin
            tx_busy <= 1'b1;
            shift_reg <= tx_data;
            bit_count <= 4'd0;
            tx_line <= 1'b0;   
            baud_count <= 10'd0;
        end else if (tx_busy) begin
            if (baud_count == CLOCK_DIVIDE) begin
                baud_count <= 10'd0;
                if (bit_count < 8) begin
                    tx_line <= shift_reg[0];
                    shift_reg <= {1'b0, shift_reg[7:1]};
                    bit_count <= bit_count + 1'b1;
                end else if (bit_count == 8) begin
                    tx_line <= 1'b1;
                    bit_count <= bit_count + 1'b1;
                end else begin
                    tx_busy <= 1'b0;
                end
            end else begin
                baud_count <= baud_count + 1'b1;
            end
        end
    end
endmodule
module uart_rx (
    input clk,
    input rx_line,
    output reg [7:0] rx_data,
    output reg rx_ready
);
    parameter CLOCK_RATE = 50_000_000;
    parameter BAUD_RATE = 9600;
    localparam CLOCK_DIVIDE = CLOCK_RATE / (BAUD_RATE * 16);
    reg [3:0] bit_count;
    reg [9:0] baud_count;
    reg [7:0] shift_reg;
    reg receiving;
    always @(posedge clk) begin
        if (!receiving && !rx_line) begin
            receiving <= 1'b1;
            bit_count <= 4'd0;
            baud_count <= {10{1'b1}} - (CLOCK_DIVIDE >> 1);
            rx_ready <= 1'b0;
        end
        if (receiving) begin
            if (baud_count == CLOCK_DIVIDE) begin
                baud_count <= 10'd0;
                if (bit_count < 8) begin
                    shift_reg <= {rx_line, shift_reg[7:1]};
                    bit_count <= bit_count + 1'b1;
                end else if (bit_count == 8) begin
                    rx_data <= shift_reg;
                    rx_ready <= 1'b1;
                    receiving <= 1'b0;
                end
            end else begin
                baud_count <= baud_count + 1'b1;
            end
        end
    end
endmodule
```
**run.sh**
```bash
#!/bin/bash
# OpenROAD 26Q1-2900-gdf79404cd8, Yosys 0.63+post, stock flow scripts
make -C /OpenROAD-flow-scripts/flow DESIGN_CONFIG=/design/flow/config.mk WORK_HOME=/design/flow/orfs finish
```
**config.mk**
```make
export PLATFORM = sky130hd
export DESIGN_NAME = transceiver
export DESIGN_NICKNAME = transceiver
export VERILOG_FILES = /design/flow/design.v
export SDC_FILE = /design/flow/constraint.sdc
export NUM_CORES = 4
export LEC_CHECK = 1
export CORE_UTILIZATION = 40
```
**constraint.sdc**
```tcl
current_design transceiver

set clk_period 4.9
set clk_io_pct 0.2

create_clock -name clk0 -period $clk_period [get_ports {CLOCK_50}]

set non_clock_inputs [all_inputs -no_clocks]
set_input_delay [expr $clk_period * $clk_io_pct] -clock clk0 $non_clock_inputs
set_output_delay [expr $clk_period * $clk_io_pct] -clock clk0 [all_outputs]
```
==> deck_impl_summary.md <==
Synthesis and Place & Route Summary

Route
  • Drt pass-1 iters: 4
  • Via count: 1,322
  • Drt drc: 0
  • Post-Route WL: ~3100 um
  • Initial drt markers: 78
  • Mean routed wirelength per cell: roughly 12 um
  • Post-route antenna net violation count: 0
  • Avg Vias per Cell: 4.99
  • Antenna cell count: 0

Global route
  • Via count of the first global-routing pass: 1,205
  • Antenna violations before repair: 0
  • Aggregate global-route resource usage: 0.128
  • Largest net degree at the start of global routing: 18
  • Wire length of the first global-routing pass: 5260 um
  • GRT overflow: 0

Power
  • Power density of the placed cells: roughly 400 nW/um^2
  • Maximum ir drop on the vdd rail: roughly 0.0003 V
  • Total leakage power: between 0.8 and 0.9 nW
  • Total power consumption of the routed design: 0.929 mW

STA
  • RSZ-0062 raised after global routing: no
  • Final number of max-transition violations: 0
  • Fin. Hold Viols: 0
  • Share of the clock period used by the worst path: 0.447
  • Fmax: 456 MHz
  • Setup WS post-layout: 2710 ps
  • Shortest period the worst path allows: ~2200 ps
  • Final-report setup violation count: 0
  • Max-slew headroom at the worst pin: 0.584
  • Summed negative setup slack over all endpoints: 0 ps
  • Worst setup skew after layout: ~1.3 ps
  • Worst Tran Pin Value: between 600 and 700 ps

Placement
  • Placed cell count: roughly 260
  • Gp weighted congestion: ~0.8
  • Worst-case setup slack after placement: around 2500 ps
  • Dpl cell area: about 2200 sq um
  • Half-perimeter wire length after placement: between 2000 and 2500 um
  • Port Buffer Count: 4

Final layout
  • MI comb area: 877 sq um
  • P&R area growth vs syn: 10.4%
  • Fill cell instance count of the final layout: 419
  • Non-filler cells, final: roughly 270
  • Total area of sequential cells: roughly 1100 sq um
  • Share of final-layout standard cells stronger than drive strength 1: 0.0657
  • Cell area after layout: approximately 2300 sq um

Synth
  • Synthesized flop and latch total: 46
  • Synthesis Warnings: 3
  • Share of the yosys chip area belonging to registers: 0.551
  • Post-synthesis instance area: 2070 sq um
  • Number of cells in the yosys synthesis report: between 150 and 200
  • Synth Area per Inst: 10.8 sq um
  • Number of cells produced by synthesis: roughly 190
  • Total cell area reported by yosys after synthesis: 2070 sq um
  • Synth unique cells: 37

Die
  • Core Footprint: roughly 4800 sq um
  • Die height: 74.0 um
  • Die Area: between 5000 and 6000 sq um
  • Die Span X: 74.0 um
  • I/O pin count: 5
  • Starting Density: 0.427
  • Num rows: 25

Status
  • Run status: completed

Clock tree
  • H-tree depth reported by CTS: 2
  • Longest Clk Path Bufs: 2
  • Clock tree from TritonCTS: done
  • Number of setup buffers added after CTS: 0
  • TritonCTS buffer count: 5
  • Register clock-pin slew on the reported worst setup and hold paths: 80 ps
  • Total of hold buffers inserted after clock tree synthesis: 0
  • Insertion delay at the late pin of the worst-skew pair: ~290 ps
  • Root buffer cell: sky130_fd_sc_hd__clkbuf_8
  • CTS sink cnt: between 40 and 50
  • Post_cts resized: 0

Critical path
  • Path depth of the worst reg2reg path: 6
  • Crit Path Category: reg2reg
  • Timing startpoint of the critical path: receiver.baud_count[1]
  • Maximum fanout along the worst path: 10
  • CP Launch Type: register
  • Critical path capture point type: register
  • Worst Path Arrival: 2130 ps
  • Worst R2R Start: receiver.baud_count[1]
  • Setup slack of the most critical reg-to-reg path: between 2000 and 3000 ps
  • Endpoint of the lowest-slack register-to-register path: receiver.shift_reg[5]
  • Endpoint of the worst setup timing path: receiver.shift_reg[5]
  • Required time reported for the critical path endpoint: a little under 5000 ps

Run
  • Tool Warnings: 29
  • Max-capacitance violation count: 0

Min path
  • Min-delay src: receiver.shift_reg[1]
  • Hold Crit Class: reg2reg
## layout by cell type, fill, tap and decap left out, types with 5 or more instances in the layout
| cell | Yosys | final |
|---|---|---|
| sky130_fd_sc_hd__nand2b_1 | 5 | 5 |
| sky130_fd_sc_hd__dfxtp_1 | 24 | 24 |
| sky130_fd_sc_hd__nor2_1 | 25 | 25 |
| sky130_fd_sc_hd__nand4_1 | 5 | 5 |
| sky130_fd_sc_hd__inv_1 | 9 | 9 |
| sky130_fd_sc_hd__clkbuf_8 | 0 | 5 |
| sky130_fd_sc_hd__nand3_1 | 5 | 5 |
| sky130_fd_sc_hd__nor3_1 | 6 | 6 |
| sky130_fd_sc_hd__xnor2_1 | 15 | 15 |
| sky130_fd_sc_hd__edfxtp_1 | 22 | 22 |
| sky130_fd_sc_hd__o21ai_0 | 8 | 8 |
| sky130_fd_sc_hd__nand2_1 | 15 | 15 |
| sky130_fd_sc_hd__ha_1 | 8 | 8 |
## synth_stat cells
cell                         n  area share
sky130_fd_sc_hd__nor2_1     25       0.045
sky130_fd_sc_hd__dfxtp_1    24        0.23
sky130_fd_sc_hd__edfxtp_1   22        0.32
sky130_fd_sc_hd__nand2_1    15       0.027
sky130_fd_sc_hd__xnor2_1    15       0.063
sky130_fd_sc_hd__inv_1       9       0.016
sky130_fd_sc_hd__ha_1        8       0.048
sky130_fd_sc_hd__o21ai_0     8       0.019
sky130_fd_sc_hd__nor3_1      6       0.014
sky130_fd_sc_hd__nand2b_1    5       0.015
sky130_fd_sc_hd__nand3_1     5       0.012
sky130_fd_sc_hd__nand4_1     5       0.015
sky130_fd_sc_hd__a31oi_1     4       0.012
sky130_fd_sc_hd__clkbuf_1    4      0.0072
sky130_fd_sc_hd__xor2_1      4       0.017
sky130_fd_sc_hd__a21oi_1     3      0.0072
sky130_fd_sc_hd__nor2b_1     3      0.0091
sky130_fd_sc_hd__nor4_1      3      0.0091
sky130_fd_sc_hd__a22o_1      2      0.0085
sky130_fd_sc_hd__a41oi_1     2      0.0085
sky130_fd_sc_hd__and4b_1     2      0.0097
sky130_fd_sc_hd__o31ai_1     2      0.0072
sky130_fd_sc_hd__a2111oi_4   1       0.013
sky130_fd_sc_hd__a211oi_1    1      0.0036
sky130_fd_sc_hd__a21boi_1    1      0.0036
sky130_fd_sc_hd__a22oi_1     1      0.0036
sky130_fd_sc_hd__and2_1      1      0.0030
sky130_fd_sc_hd__and3_1      1      0.0030
sky130_fd_sc_hd__and4_1      1      0.0042
sky130_fd_sc_hd__buf_2       1      0.0024
sky130_fd_sc_hd__nand4b_4    1       0.011
sky130_fd_sc_hd__nor3_4      1      0.0079
sky130_fd_sc_hd__o221ai_1    1      0.0042
sky130_fd_sc_hd__o31a_1      1      0.0042
sky130_fd_sc_hd__or2_1       1      0.0030
sky130_fd_sc_hd__or2b_2      1      0.0042
sky130_fd_sc_hd__or4_4       1      0.0054
## layer usage
layer	track usage	up-vias	routed length [um]
met5	0	-	0
met2	0.196	15	1340
met1	0.198	611	1640
met4	0.0192	0	35
met3	0.0330	4	104
li1	-	692	-
## through the flow
step	util	hold WS [ps]
after global placement	0.449	407
after CTS	0.472	426
after floorplan	-	400
after global routing	0.472	437
after detailed placement	0.449	405
final	0.472	427
## worst max-delay path: stages (launching register included)
cell and delay (ps):
sky130_fd_sc_hd__edfxtp_1 440, sky130_fd_sc_hd__inv_1 80, sky130_fd_sc_hd__ha_1 120, sky130_fd_sc_hd__nor2b_1 190, sky130_fd_sc_hd__and3_1 360, sky130_fd_sc_hd__nand2_1 120
sky130_fd_sc_hd__nor2_1 510
## cell type report
class / count / share of cell area
flip-flops and latches: 46 / 0.499
inverters: 9 / 0.0148
repair buffers: 4 / 0.0175
clock buffers: 5 / 0.0301
multi-input cells: 131 / 0.383
well taps: 67 / 0.0366
clock inverters: 3 / 0.0191
## kinds of logic (layout without fill, tap and decap cells)
kind of cell    count (synthesis)  count (layout)  synth area share
compound gates                 27              27            0.0954
buf+inv                        14              21            0.0260
simple gates                   77              77             0.199
fa+ha+maj                       8               8            0.0483
flops                          46              46             0.551
xor+xnor                       19              19            0.0803
## report_power, final
| group | switching (mW) | internal [mW] | total (mW) |
|---|---|---|---|
| Clock | 0.125 | 0.153 | 0.278 |
| Combinational | 0.0578 | 0.0632 | 0.121 |
| Sequential | 0.0630 | 0.468 | 0.531 |
## worst min path at each step
stage	slack, ps	cells after the start	end
CTS	430	0	receiver.shift_reg[0]
global route	440	0	receiver.shift_reg[0]
finish	430	0	receiver.shift_reg[0]
Power and IR drop assume default switching activity.
